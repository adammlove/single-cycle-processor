==> ./config.mk <==
export PLATFORM = sky130hd
export DESIGN_NAME = allregisters
export DESIGN_NICKNAME = allregisters
export VERILOG_FILES = /design/flow/design.v
export SDC_FILE = /design/flow/constraint.sdc
export NUM_CORES = 4
export LEC_CHECK = 1
export CORE_UTILIZATION = 50
==> ./constraint.sdc <==
current_design allregisters

set clk_period 7.5
set clk_io_pct 0.2

create_clock -name clk0 -period $clk_period [get_ports {clk}]

set non_clock_inputs [all_inputs -no_clocks]
set_input_delay [expr $clk_period * $clk_io_pct] -clock clk0 $non_clock_inputs
set_output_delay [expr $clk_period * $clk_io_pct] -clock clk0 [all_outputs]
==> ./design.v <==
module allregisters(write, clk, sel_r1, sel_r2, sel_w, data_in, data_out1, data_out2);
    input write, clk;
    input [4:0] sel_r1, sel_r2, sel_w;
    input [31:0] data_in;
    output reg [63:0] data_out1, data_out2;
    reg [31:0] register [0:31];
    initial begin
        for(integer i = 0; i <=31; i = i+1) begin
            register[i] = 32'h00000000;
        end
    end
    always @(sel_r1, sel_r2) begin
        data_out1 <= $signed(register[sel_r1]);
        data_out2 <= $signed(register[sel_r2]);
    end
    always @(posedge clk) begin
        if(write & (sel_w != 0)) begin
            register[sel_w] <= data_in;
        end
    end
endmodule
==> ./run.sh <==
#!/bin/bash
# OpenROAD 26Q1-2900-gdf79404cd8, Yosys 0.63+post, stock flow scripts
make -C /OpenROAD-flow-scripts/flow DESIGN_CONFIG=/design/flow/config.mk WORK_HOME=/design/flow/orfs finish
==> metrics.txt <==
# HELP chip_impl_metric Physical implementation figures
# TYPE chip_impl_metric gauge
chip_impl_metric{name="drtAntennaViolNets",unit=""} 0
chip_impl_info{name="startpoint_type",value="primary input"} 1
chip_impl_metric{name="finish.utilization",unit="%"} 57.3
chip_impl_info{name="worst_setup_path_end_kind",value="output pin"} 1
chip_impl_metric{name="grt_first_pass_wirelength",unit="mm"} 220
chip_impl_info{name="cts_root_buf",value="sky130_fd_sc_hd__clkbuf_16"} 1
chip_impl_metric{name="groute.usage.overall",unit="%"} 33.9
chip_impl_metric{name="firstDrtPassIters",unit=""} 6
chip_impl_metric{name="die_width",unit="um"} 316
chip_impl_metric{name="setup_viol_count_final",unit=""} 0
chip_impl_metric{name="fp-utilization",unit="%"} 50.7
chip_impl_metric{name="post_drt_wl_per_cell",unit="um"} 31.0
chip_impl_metric{name="final_area",unit="sq um"} 55700
chip_impl_metric{name="ioPinCount",unit=""} 177
chip_impl_metric{name="warning_count",unit=""} 26
chip_impl_info{name="biggestRegsByFlops",value="register: 1024 flops"} 1
chip_impl_metric{name="setup_tns",unit="ns"} 0
chip_impl_metric{name="antenna_found_initial",unit=""} 5
chip_impl_metric{name="largest_reg_flops",unit=""} 1024
chip_impl_metric{name="final_period_minus_worst_setup_slack",unit="ns"} 6.59
chip_impl_metric{name="min_delay_path_depth",unit=""} 2
chip_impl_metric{name="grt_remaining_overflow",unit=""} 0
chip_impl_metric{name="total_of_hold_buffers_inserted_after_clock_tree_synthesis",unit=""} 0
chip_impl_metric{name="drc_markers",unit=""} 0
chip_impl_info{name="run_status",value="completed"} 1
chip_impl_metric{name="critPathArrivalTime",unit="ns"} 5.09
chip_impl_metric{name="cts-htree-levels",unit=""} 3
chip_impl_metric{name="post_cts_resized",unit=""} 0
chip_impl_metric{name="async_flop_share",unit="%"} 0
chip_impl_metric{name="num_vias",unit=""} 31422
chip_impl_metric{name="synth-edff-count",unit=""} 1024
chip_impl_metric{name="dieHeight",unit="um"} 316
chip_impl_metric{name="synth.yosys.chip_area",unit="sq um"} 49200
chip_impl_metric{name="synthesis.yosys.warnings",unit=""} 1
chip_impl_metric{name="antenna_cells_inserted",unit=""} 0
chip_impl_metric{name="peak_ir_drop_on_the_vdd_network",unit="V"} 0.000192
chip_impl_metric{name="mappedNetlistArea",unit="sq um"} 49200
chip_impl_metric{name="port_buffers",unit=""} 176
chip_impl_metric{name="p_leak",unit="nW"} 20.6
chip_impl_metric{name="clock_sinks",unit=""} 1024
chip_impl_metric{name="max_cap_viol_count",unit=""} 0
chip_impl_metric{name="number_of_global_route_vias_before_repair",unit=""} 32749
chip_impl_metric{name="chip_area",unit="sq um"} 99700
chip_impl_metric{name="cts_inserted_buffers",unit=""} 108
chip_impl_metric{name="fmaxAchievable",unit="MHz"} 152
chip_impl_metric{name="finalCritPeriodShare",unit="%"} 87.8
chip_impl_info{name="top_reg_cell_synth",value="sky130_fd_sc_hd__edfxtp_1"} 1
chip_impl_metric{name="placed_cell_area",unit="sq um"} 52300
chip_impl_metric{name="slew_viol_final",unit=""} 0
chip_impl_metric{name="cellPowerDensity",unit="nW/um^2"} 232
chip_impl_metric{name="cts-root-to-sink-buffers",unit=""} 3
chip_impl_info{name="timing.setup.critical_path_class",value="primary input to output pin"} 1
chip_impl_metric{name="critical_path_peak_fanout",unit=""} 41
chip_impl_metric{name="totalPowerFinal",unit="mW"} 12.9
chip_impl_metric{name="area.growth.synth_to_final",unit="%"} 13.1
chip_impl_info{name="hold_path_class",value="primary input to flop"} 1
chip_impl_metric{name="detailedRoute.firstIterationViolations",unit=""} 2295
chip_impl_metric{name="distinct_cell_type_count_after_synthesis",unit=""} 24
chip_impl_info{name="tritoncts",value="built"} 1
chip_impl_metric{name="synth_area_per_cell",unit="sq um"} 14.3
chip_impl_info{name="critPathLaunch",value="sel_r2[0]"} 1
chip_impl_info{name="setup_repair_after_global_routing_missed_its_margin",value="false"} 1
chip_impl_metric{name="synth_flops",unit=""} 1024
chip_impl_metric{name="placeable_core_region",unit="sq um"} 97100
chip_impl_metric{name="gpl.final_weighted_congestion",unit=""} 0.897
chip_impl_metric{name="totalWireLength",unit="mm"} 153
chip_impl_metric{name="synthCells",unit=""} 3450
chip_impl_metric{name="fraction_of_layout_cells_with_a_size_suffix_above_1",unit="%"} 9.04
chip_impl_metric{name="synth-seq-area-share",unit="%"} 62.5
chip_impl_info{name="regMostFlops",value="register"} 1
chip_impl_metric{name="grt_max_degree",unit=""} 94
chip_impl_metric{name="post-cts-setup-buffer-count",unit=""} 0
chip_impl_metric{name="crit_required",unit="ns"} 6.00
chip_impl_metric{name="dpl.hpwl",unit="mm"} 83.9
chip_impl_metric{name="synth.yosys.num_cells",unit=""} 3450
chip_impl_metric{name="hold_viol_final",unit=""} 0
chip_impl_metric{name="fp-row-count",unit=""} 114
chip_impl_metric{name="timing_worst_slew_pin_value",unit="ns"} 0.977
chip_impl_metric{name="cts.clk_slew.worst_paths",unit="ns"} 0.06
chip_impl_info{name="critical_path.endpoint",value="data_out2[55]"} 1
chip_impl_metric{name="routed_via_density",unit=""} 6.35
chip_impl_metric{name="relSlewSlack",unit="%"} 34.7
cell usage in the layout, fill, tap and decap left out, types with 22 or more instances in the layout:
cell type,n
sky130_fd_sc_hd__a22oi_1,192
sky130_fd_sc_hd__clkinv_1,29
sky130_fd_sc_hd__nor2_4,33
sky130_fd_sc_hd__clkbuf_1,22
sky130_fd_sc_hd__a22o_1,128
sky130_fd_sc_hd__a21oi_1,192
sky130_fd_sc_hd__conb_1,32
sky130_fd_sc_hd__clkbuf_16,110
sky130_fd_sc_hd__clkdlybuf4s50_1,174
sky130_fd_sc_hd__nor3_1,64
sky130_fd_sc_hd__buf_4,113
sky130_fd_sc_hd__a31oi_1,64
sky130_fd_sc_hd__edfxtp_1,1024
sky130_fd_sc_hd__mux2i_1,1024
sky130_fd_sc_hd__nand3_1,194
sky130_fd_sc_hd__nand2_1,193
final cells by class:
| class | count | area, sq um |
|---|---|---|
| multi-input cells | 2140 | 16900 |
| repair buffers | 309 | 3020 |
| clock inverters | 66 | 601 |
| well taps | 1276 | 1600 |
| clock buffers | 132 | 2840 |
| fillers | 7201 | 41400 |
| flip-flops and latches | 1024 | 30700 |
routing by layer:
layer	share of wire [%]	vias to the layer above	track usage, %
li1	-	13786	-
met1	34	15129	43.4
met2	44	2152	47.5
met3	17	341	24.6
met4	4.0	14	10.4
met5	0.12	-	0.947
where the power goes:
part	switching [mW]	internal, mW	leakage, nW	total, mW
Combinational	0.767	0.526	9.66	1.29
Clock	2.18	3.04	1.68	5.23
Sequential	0.0331	6.38	9.25	6.42
synth_stat cells (11+ instances only):
library cell	number	area, sq um
sky130_fd_sc_hd__buf_2	62	310
sky130_fd_sc_hd__edfxtp_1	1024	30700
sky130_fd_sc_hd__buf_4	121	908
sky130_fd_sc_hd__nor2_1	34	128
sky130_fd_sc_hd__a31oi_1	64	400
sky130_fd_sc_hd__a22oi_1	192	1440
sky130_fd_sc_hd__buf_6	37	417
sky130_fd_sc_hd__a22o_1	128	1120
sky130_fd_sc_hd__nor3_1	64	320
sky130_fd_sc_hd__nand3_1	194	971
sky130_fd_sc_hd__buf_1	11	41.3
sky130_fd_sc_hd__nand2_1	195	732
sky130_fd_sc_hd__mux2i_1	1024	10200
sky130_fd_sc_hd__a21oi_1	192	961
sky130_fd_sc_hd__clkbuf_1	82	308
through the flow:
stage / hold WS [ns] / instances / setup WS, ns
after floorplan: 1.60 / 3481 / 2.63
after global placement: 2.33 / 4749 / 1.06
after detailed placement: 2.33 / 4749 / 1.02
after CTS: 1.61 / 4947 / 1.03
after global routing: 1.65 / 4947 / 0.709
final: 1.63 / 4947 / 0.913
logic make-up after synthesis:
group                  Yosys count  share of synthesized area [%]
muxes                         1024                           20.8
other                            1                        0.00762
buffers and inverters          317                           4.09
DFF                           1024                           62.5
AOI/OAI and AO/OA              576                           7.97
and+or+nand+nor                508                           4.66
worst min-delay path by stage:
stage | startpoint | endpoint | slack, ns
finish | data_in[13] | register[4][13] | 1.63
CTS | data_in[8] | register[20][8] | 1.61
global route | data_in[22] | register[15][22] | 1.65
critical path, cell delays in order:
cell and delay [ns]:
sky130_fd_sc_hd__clkdlybuf4s50_1 0.62, sky130_fd_sc_hd__and2_4 0.73, sky130_fd_sc_hd__buf_4 0.49, sky130_fd_sc_hd__a22oi_1 0.13, sky130_fd_sc_hd__a31oi_1 0.50, sky130_fd_sc_hd__nand3_1 0.31, sky130_fd_sc_hd__buf_4 0.32, sky130_fd_sc_hd__clkdlybuf4s50_1 0.43
No activity file was given, so power comes from the tool's default toggle rates.
