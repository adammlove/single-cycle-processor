<file path="./design.v">
module multiplexer(A, B, sel, out);
    input [63:0] A, B;
    input sel;               
    output reg [63:0] out;
    always @(*)
    begin
        case(sel)
            default: out <= A;
            1'b1: out <= B;
        endcase
    end
endmodule
</file>
<file path="./run.sh">
#!/bin/bash
# OpenROAD 26Q1-2900-gdf79404cd8, Yosys 0.63+post, stock flow scripts
make -C /OpenROAD-flow-scripts/flow DESIGN_CONFIG=/design/flow/config.mk WORK_HOME=/design/flow/orfs finish
</file>
<file path="./config.mk">
export PLATFORM = sky130hd
export DESIGN_NAME = multiplexer
export DESIGN_NICKNAME = multiplexer
export VERILOG_FILES = /design/flow/design.v
export SDC_FILE = /design/flow/constraint.sdc
export NUM_CORES = 4
export LEC_CHECK = 1
export CORE_AREA = 10 10 83 83
export DIE_AREA = 0 0 93 93
</file>
<file path="./constraint.sdc">
current_design multiplexer

set clk_period 1.0
set clk_io_pct 0.2

create_clock -name clk0 -period $clk_period

set non_clock_inputs [all_inputs -no_clocks]
set_input_delay [expr $clk_period * $clk_io_pct] -clock clk0 $non_clock_inputs
set_output_delay [expr $clk_period * $clk_io_pct] -clock clk0 [all_outputs]
</file>
==> Slide: Implementation Results <==
Implementation Results

Final timing
  • Max_slew headroom: 0.920
  • Fmax: 844 MHz
  • Worst hold slack: 0.691 ns
  • RSZ-0062 raised after global routing: true
  • Worst Max-Slew Pin Slew: 0.121 ns
  • Cycle use final: 1.19
  • Final hold vios: 0
  • Final setup margin: -0.185 ns
  • Tmin final: 1.19 ns
  • Finish-stage setup viols: 64
  • Slew Viols, Final: 0

Floorplanning
  • Row count: 26
  • Die Y: 93 um
  • I/O pin cnt: 193
  • Core area: 5140 um^2
  • DIE WIDTH: 93 um
  • DIE AREA: 8650 um^2
  • Starting density of the core: 0.210

Critical path
  • WP data required: 0.80 ns
  • Kind of critical path: primary input to primary output
  • Critical path capture point type: primary output
  • Crit Path Max Fanout: 7
  • Startpoint types: primary input
  • CP arrival: 0.99 ns

Hold path
  • Min-Delay Path Class: primary input to primary output
  • Worst Hold Depth: 3
  • Hold path start: B[18]
  • WHS Endpoint: out[18]

Yosys
  • Yosys stat area: 1080 um^2
  • Area leader, netlist: mux2_4
  • Cell Area, Synth: 1080 um^2
  • Most frequent cells after synthesis: 60 x mux2_4, 6 x buf_12, 4 x mux2_2
  • Yosys cell count: 71
  • Main area contributors: mux2_4 84%, buf_12 11%, mux2_2 4.2%
  • Synth Warn #: 1
  • Syn Area/Cell: 15.2 um^2
  • Cell with the most instances after synthesis: mux2_4
  • Distinct lib cells: 4
  • Syn Inst Count: 71
  • Register area share after synthesis: 0
  • Top-area cell share: 0.836

Detailed routing
  • DR DRC count: 0
  • Vias: 1346
  • WL per Instance: 19.6 um
  • Routed WL: 6.75 mm
  • Post-DRT Antenna Nets: 0
  • Mean number of vias per cell: 3.91
  • Drt pass-1 iters: 2
  • Iteration-0 DRC Markers: 19

Placed design
  • Post-DP HPWL: 6.16 mm
  • Pre-CTS setup slack: -0.547 ns
  • Routability congestion estimate: 0.789
  • IO Port Bufs: 193

Global routing
  • Grt total ovfl: 0
  • Antenna violations before repair: 1
  • First-pass GRT wire length: 9.58 mm
  • Largest net degree at the start of global routing: 15
  • All-Layer GR Usage: 0.144
  • Vias in the first global route: 1548

Status
  • Status: finished, violations left
  • Failing checks: setup timing

Power
  • Power Dens Cells: 400 nW/um^2
  • VDD IR max: 215 uV
  • Pwr Total: 1.22 mW
  • Lkg Pwr: 1.70 nW

Cells and area
  • Flop area: 0 um^2
  • Layout cell share with drive strength beyond 1: 0.531
  • Registers: 0
  • Area Overhead vs Synth: 183%
  • CLK BUF: 0

Job
  • Tool warnings: 35
  • Max cap viols: 0

Clock tree
  • Hold Buf Count CTS: 0
## stage by stage
step / instance area, um^2 / utilization / TNS [ns] / instances
2_1_floorplan: 1080 / - / 0 / 71
3_3_place_gp: 3070 / 0.596 / -33.10 / 334
3_5_place_dp: 3070 / 0.596 / -33.20 / 334
4_1_cts: 3000 / 0.583 / -6.45 / 342
5_1_grt: 3050 / 0.593 / -7.28 / 344
6_report: 3050 / 0.593 / -6.06 / 344
## where the power goes
| part | switching, mW | total [mW] | internal (mW) |
|---|---|---|---|
| Sequential | 0 | 0 | 0 |
| Combinational | 0.286 | 1.22 | 0.934 |
| Clock | 0 | 0.000000134 | 0.000000134 |
## worst max-delay path by stage
stage | startpoint | slack [ns] | endpoint
global route | sel | -0.20 | out[5]
CTS | sel | -0.18 | out[5]
finish | sel | -0.19 | out[5]
## repair_timing
| action | CTS | global route |
|---|---|---|
| setup buffers | 6 | 1 |
| setup endpoints to repair | 64 | 64 |
| gates cloned | 2 | 0 |
| gates resized | 377 | 10 |
## cell families (layout without fill, tap and decap cells)
| group | Yosys count | in the layout | synth area share |
|---|---|---|---|
| buffers and inverters | 7 | 209 | 0.122 |
| multiplexers | 64 | 64 | 0.878 |
| other | 0 | 1 | 0 |
## worst max-delay path, cell delays in order
cell    delay (ns)
buf_12        0.12
buf_12        0.13
buf_4         0.13
mux2_4        0.28
buf_2         0.12
## layout make-up
class | count | area [um^2]
repair buffers | 209 | 2000
fillers | 506 | 2090
diodes | 1 | 2.50
multi-input cells | 64 | 957
well taps | 70 | 87.6
## layout by cell type, fill, tap and decap left out
cell type / count
buf_16: 2
buf_6: 50
buf_4: 2
buf_8: 1
buf_12: 5
diode_2: 1
dlymetal6s2s_1: 5
dlygate4sd2_1: 116
clkdlybuf4s50_1: 7
mux2_2: 1
mux2_4: 63
buf_2: 21
## per-layer routing
layer	global-route usage	routed length (um)
met5	0	0
met4	0	0
met3	0.0533	646
met2	0.291	3900
met1	0.143	2200
No activity file was given, so power comes from the tool's default toggle rates.
